<file path="config.mk">
export PLATFORM = sky130hd
export DESIGN_NAME = tic_tac_toe
export DESIGN_NICKNAME = tic_tac_toe
export VERILOG_FILES = /design/flow/design.v
export SDC_FILE = /design/flow/constraint.sdc
export NUM_CORES = 4
export LEC_CHECK = 1
export CORE_UTILIZATION = 30
</file>
<file path="constraint.sdc">
current_design tic_tac_toe

set clk_period 3.4
set clk_io_pct 0.2

create_clock -name clk0 -period $clk_period [get_ports {clk}]

set non_clock_inputs [all_inputs -no_clocks]
set_input_delay [expr $clk_period * $clk_io_pct] -clock clk0 $non_clock_inputs
set_output_delay [expr $clk_period * $clk_io_pct] -clock clk0 [all_outputs]
</file>
<file path="design.v">
module tic_tac_toe(clk,in,winner);
input clk;
input [3:0] in;
output reg [1:0] winner;
reg [1:0] temp = 2'b01;
reg [1:0] memory [9:1];  
parameter init = 2'b00 , x_turn = 2'b01 , o_turn = 2'b10;
reg [1:0] state = init;
always@(posedge clk)
begin
case (state)
init : begin
{memory[1] , memory[2] , memory[3] , memory[4] , memory[5] , memory[6] , memory[7] , memory[8] , memory[9]} =
{2'b00 	  , 2'b00 	  , 2'b00 	  , 2'b00 	  , 2'b00 	  , 2'b00 	  , 2'b00 	  , 2'b00 	  , 2'b00};
state = temp;
winner = 2'b00;
{memory[in]} = {temp};
end
x_turn : begin
if (memory[in] == 2'b00) begin
{memory[in]} = {2'b10};
end
if ({memory[1],memory[2],memory[3],memory[4],memory[5],memory[6],memory[7],memory[8],memory[9]} !==
{2'b00, 2'b00, 2'b00, 2'b00, 2'b00, 2'b00, 2'b00, 2'b00,2'b00}) begin
state = init;
winner = 2'b00;
end
if ({memory[1] , memory[2] , memory[3]} == {2'b01 , 2'b01 , 2'b01} ||
{memory[4] , memory[5] , memory[6]} == {2'b01 , 2'b01 , 2'b01} ||
{memory[7] , memory[8] , memory[9]} == {2'b01 , 2'b01 , 2'b01} ||
{memory[1] , memory[4] , memory[7]} == {2'b01 , 2'b01 , 2'b01} ||
{memory[2] , memory[5] , memory[8]} == {2'b01 , 2'b01 , 2'b01} ||
{memory[3] , memory[6] , memory[9]} == {2'b01 , 2'b01 , 2'b01} ||
{memory[3] , memory[5] , memory[7]} == {2'b01 , 2'b01 , 2'b01} ||
{memory[1] , memory[5] , memory[9]} == {2'b01 , 2'b01 , 2'b01}) begin
state = init;
temp = x_turn;
winner = 2'b01;
end
else begin
winner = 2'b00;
state = o_turn;
end
end
o_turn : begin
if (memory[in] == 2'b00) begin
{memory[in]} = {2'b01};
end
if ({memory[1],memory[2],memory[3],memory[4],memory[5],memory[6],memory[7],memory[8],memory[9]} !==
{2'b00, 2'b00, 2'b00, 2'b00, 2'b00, 2'b00, 2'b00, 2'b00,2'b00}) begin
state = init;
winner = 2'b00;
end
if ({memory[1] , memory[2] , memory[3]} == {2'b10 , 2'b10 , 2'b10} ||
{memory[4] , memory[5] , memory[6]} == {2'b10 , 2'b10 , 2'b10} ||
{memory[7] , memory[8] , memory[9]} == {2'b10 , 2'b10 , 2'b10} ||
{memory[1] , memory[4] , memory[7]} == {2'b10 , 2'b10 , 2'b10} ||
{memory[2] , memory[5] , memory[8]} == {2'b10 , 2'b10 , 2'b10} ||
{memory[3] , memory[6] , memory[9]} == {2'b10 , 2'b10 , 2'b10} ||
{memory[3] , memory[5] , memory[7]} == {2'b10 , 2'b10 , 2'b10} ||
{memory[1] , memory[5] , memory[9]} == {2'b10 , 2'b10 , 2'b10}) begin
state = init;
temp = o_turn;
winner = 2'b10;
end
else begin
winner = 2'b00;
state = x_turn;
end
end
endcase
end
endmodule
</file>
<file path="run.sh">
#!/bin/bash
# OpenROAD 26Q1-2900-gdf79404cd8, Yosys 0.63+post, stock flow scripts
make -C /OpenROAD-flow-scripts/flow DESIGN_CONFIG=/design/flow/config.mk WORK_HOME=/design/flow/orfs finish
</file>
==> GITHUB_STEP_SUMMARY <==
## PnR job results

| Metric | Value |
|---|---|
| Avg Cell Area, Syn | `9.66 um2` |
| Sequential standard cell area | `781 um2` |
| Setup TNS | `0 ps` |
| Switching share of power | `44.1%` |
| Cell internal pwr | `0.924 mW` |
| Max FO, Critical Path | `13` |
| CP required | `3400 ps` |
| Vias in the first global route | `1,415` |
| Post-DRT Antenna Nets | `0` |
| Final tally of hold violations | `0` |
| Die area | `6570 um2` |
| Worst slew pin tran | `763 ps` |
| Cell Type Count | `49` |
| Post-synth ARST share | `0%` |
| Max-Slew Margin vs Limit | `48.8%` |
| Max-cap violations | `0` |
| Hold Crit Class | `flop to flop` |
| DR iter-0 viols | `131` |
| Ys flops | `26` |
| Post-CTS setup buffer count | `0` |
| Placed cells | `273` |
| Vias | `1,503` |
| Seq pwr share | `42.9%` |
| Post-synth top flop | `edfxtp_1` |
| Simple Share, Synth | `24.6%` |
| PD cells | `797 nW/um2` |
| CTS resizes | `0` |
| Final Non-Filler Cells | `277` |
| Sequential share of the synthesized area | `41.7%` |
| XOR/XNOR share of the synthesized area | `0%` |
| Core area | `5990 um2` |
| Fp_density | `31.3%` |
| Wirelength per Cell | `15.8 um` |
| Fillers | `610` |
| Comb pwr share | `46.3%` |
| Die Height | `81.0 um` |
| YS chip area | `1870 um2` |
| CTS Root Cell | `clkbuf_8` |
| Net Switching | `0.729 mW` |
| Mux cell area share after synthesis | `1.13%` |
| Detailed-router iteration count before antenna repair | `4` |
| Fa+ha+maj area frac | `2.67%` |
| RSZ-0062 raised after global routing | `no` |
| Part of the cycle the worst path needs | `85.3%` |
| Max VDD drop | `0.552 mV` |
| Synth warnings | `2` |
| Cell family with most CP delay | `simple AND/OR/NAND/NOR gates` |
| Count of input and output buffers | `6` |
| Io pins | `7` |
| EDFF count, synth | `26` |
| Die W | `81.0 um` |
| Aoi share | `25.5%` |
| CP Cell Sequence | `clkdlybuf4s50_1, nor2b_2, and2_4, a32o_1, nor3_4, nor3b_4, a221oi_1` |
| Post-synthesis instance total | `194` |
| Layout cell share with drive strength beyond 1 | `11.4%` |
| Max H-tree Level | `1` |
| Late-Pin Clk Latency | `270 ps` |
| CTS tree | `done` |
| Fin util | `34.6%` |
| Gr usage total | `14.7%` |
| Worst Clk Skew | `5.96 ps` |
| Clk network pwr share | `10.8%` |
| Outcome | `finished clean` |
| Post-layout minimum cycle time | `2900 ps` |
| Post-DP HPWL | `3280 um` |
| Crit-path slowest cell | `clkdlybuf4s50_1` |
| DRC viols | `0` |
| Final Max Tran Viols | `0` |
| Critical Path End Type | `flop` |
| Max Clk Rate | `345 MHz` |
| Deepest clock path buffer count | `2` |
| Logic area | `1010 um2` |
| Post-cts hold buffer count | `0` |
| GPL Wtd Cong | `0.926` |
| Synthesis-to-layout area growth | `10.6%` |
| Yosys cell count | `194` |
| Slowest stage delay, CP | `610 ps` |
| ANT cells | `0` |
| Critical path type | `primary input to flop` |
| Arrival @ worst endpoint | `2900 ps` |
| Number of logged tool warnings | `28` |
| CP Buf/Inv Count | `1` |
| Antenna violations before repair | `0` |
| Detailed Route WL | `4370 um` |
| GRT overflow | `0` |
| Core Rows | `28` |
| Global-route wire length before repair | `7110 um` |
| Num CTS Buffers | `3` |
| Vias per cell | `5.43` |
| Worst-path clk slew | `90 ps` |
| Top comb family, area | `AND-OR/OR-AND gates` |
| Final Setup Violations | `0` |
| Mapped cell area | `1870 um2` |
| Largest net degree at the start of global routing | `27` |
| Clock sink total | `26` |
| Crit start category | `primary input` |
| Leak | `0.735 nW` |
-- sequential cells by signal, indices dropped and copies added, names as in the netlist --
register  cells
memory       20
state         2
temp          2
winner        2
-- routing by layer --
| layer | GRT usage, % | routed length (um) |
|---|---|---|
| met3 | 2.74 | 222 |
| met4 | 1.43 | 45 |
| met2 | 22.0 | 1970 |
| met5 | 0 | 0 |
| met1 | 23.9 | 2140 |
-- power by group through the flow --
stage	combinational (mW)	sequential (mW)	clock [mW]
CTS	0.770	0.706	0.183
global route	0.848	0.730	0.201
finish	0.765	0.709	0.179
-- logic make-up (layout without fill, tap and decap cells) --
family	count (synthesis)	count (layout)
compound gates	60	60
fa+ha+maj	4	4
buf+inv	18	26
flops	26	26
mux	2	2
simple gates	84	84
-- cells in the mapped netlist, types with 2 or more instances --
library cell / count / area share, %
a32oi_1: 4 / 1.9
nor3_1: 3 / 0.80
a32o_1: 3 / 1.6
a221oi_2: 2 / 1.6
nand2_1: 32 / 6.4
inv_1: 10 / 2.0
nor2b_1: 14 / 4.7
nand2b_1: 3 / 1.0
o21ai_1: 8 / 2.1
and3_1: 3 / 1.0
edfxtp_1: 26 / 42
clkbuf_1: 3 / 0.60
a221oi_1: 7 / 3.3
a211o_1: 2 / 0.93
nor4bb_1: 3 / 1.6
a21oi_1: 13 / 3.5
nor2_1: 11 / 2.2
buf_2: 3 / 0.80
and2_1: 2 / 0.67
o21ai_0: 2 / 0.53
a21o_1: 4 / 1.6
o31ai_1: 2 / 0.80
ha_1: 4 / 2.7
a22o_1: 2 / 0.93
nand3b_1: 2 / 0.80
nand3_1: 3 / 0.80
-- tightest hold or removal path, delay by kind of cell, from the launching register on --
family	cells	cell delay, ps
AND-OR/OR-AND	1	60
AND/OR/NAND/NOR	1	60
flip-flops	1	410
-- per-stage QoR --
stage / setup slack [ps] / hold WS, ps / cell area (um2) / total power, mW
2_1_floorplan: 1120 / 550 / 1870 / 1.24
3_5_place_dp: 199 / 618 / 2030 / 1.48
5_1_grt: 348 / 670 / 2070 / 1.78
3_3_place_gp: 250 / 598 / 2030 / 1.48
4_1_cts: 488 / 636 / 2070 / 1.66
6_report: 500 / 637 / 2070 / 1.65
-- cells in the final DEF (no fill, tap or decap), types with 2 or more instances in the layout --
| cell | Yosys | routed |
|---|---|---|
| a21o_1 | 4 | 4 |
| nand3_1 | 3 | 3 |
| ha_1 | 4 | 4 |
| and2_1 | 2 | 2 |
| and3_1 | 3 | 3 |
| o21ai_1 | 8 | 8 |
| a32oi_1 | 4 | 4 |
| a221oi_2 | 2 | 2 |
| a32o_1 | 3 | 3 |
| clkbuf_8 | 0 | 3 |
| nand2b_1 | 3 | 3 |
| a211o_1 | 2 | 2 |
| nor3_1 | 3 | 3 |
| a21oi_1 | 13 | 13 |
| inv_1 | 10 | 10 |
| o31ai_1 | 2 | 2 |
| nor4bb_1 | 3 | 3 |
| a22o_1 | 2 | 2 |
| nor2_1 | 11 | 11 |
| nand3b_1 | 2 | 2 |
| nor2b_1 | 14 | 14 |
| clkdlybuf4s50_1 | 0 | 6 |
| a221oi_1 | 7 | 7 |
| o21ai_0 | 2 | 2 |
| edfxtp_1 | 26 | 26 |
| buf_4 | 1 | 6 |
| nand2_1 | 32 | 32 |
-- layout make-up --
cell class / count / area share, %
clock buffers: 3 / 1.99
clock inverters: 1 / 0.181
inverters: 10 / 1.81
multi-input cells: 150 / 48.8
flip-flops and latches: 26 / 37.7
well taps: 75 / 4.53
repair buffers: 12 / 5.07
-- worst paths after layout --
| path | slack, ps | cells after the start | endpoint | from |
|---|---|---|---|---|
| setup / recovery | 500 | 7 | memory[4][0] | in[0] |
| hold / removal | 640 | 2 | memory[7][1] | memory[7][1] |
| setup reg to reg | 970 | 6 | temp[0] | memory[6][0] |
| hold reg to reg | 640 | 2 | memory[7][1] | memory[7][1] |
Power is estimated from default activity; no workload was simulated.
